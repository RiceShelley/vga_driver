==> ./design.v <==
module mojo_top_0(
    input clk,
    input rst_n,
    input cclk,
    output[7:0]led,
    output spi_miso,
    input spi_ss,
    input spi_mosi,
    input spi_sck,
    output [3:0] spi_channel,
    input avr_tx,  
    output avr_rx,  
    input avr_rx_busy,  
    output red,    
    output green,
    output blue,
    output hsync,     
    output vsync
    );
wire rst = ~rst_n;  
assign spi_miso = 1'bz;
assign avr_rx = 1'bz;
assign spi_channel = 4'bzzzz;
assign led = 8'b0;
reg [9:0] hcount;      
reg [9:0] vcount;      
reg [2:0] data;		   
reg  vga_clk;
reg [15:0] move_box;
wire hcount_ov;
wire vcount_ov;
wire videosignal_active;
wire hsync;
wire vsync;
parameter hsync_end   = 10'd95,
   hdat_begin  = 10'd143,
   hdat_end  = 10'd783,
   hpixel_end  = 10'd799,
   vsync_end  = 10'd1,
   vdat_begin  = 10'd34,
   vdat_end  = 10'd514,
   vline_end  = 10'd524;
reg [2:0] color = 3'd2;
always @(posedge clk)
begin
 vga_clk = ~vga_clk;
end
assign hcount_ov = (hcount == hpixel_end);
assign  vcount_ov = (vcount == vline_end);
always @(posedge vga_clk)
begin
 if (hcount_ov)
  hcount <= 10'd0;
 else
  hcount <= hcount + 10'd1;
end
always @(posedge vga_clk)
begin
 if (hcount_ov)
 begin
  if (vcount_ov)
   vcount <= 10'd0;
  else
   vcount <= vcount + 10'd1;
 end
end
assign videosignal_active = ((hcount >= hdat_begin) && (hcount < hdat_end)) && ((vcount >= vdat_begin) && (vcount < vdat_end));
assign hsync = (hcount > hsync_end);
assign vsync = (vcount > vsync_end);
assign red = (videosignal_active) ?  data[0] : 0;      
assign green = (videosignal_active) ?  data[1] : 0;      
assign blue = (videosignal_active) ?  data[2] : 0;      
always @(posedge vga_clk)
begin
  data <= 3'd0;
end
endmodule
==> ./run.sh <==
#!/bin/bash
# OpenROAD 26Q1-2900-gdf79404cd8, Yosys 0.63+post, stock flow scripts
make -C /OpenROAD-flow-scripts/flow DESIGN_CONFIG=/design/flow/config.mk WORK_HOME=/design/flow/orfs finish
==> ./config.mk <==
export PLATFORM = sky130hd
export DESIGN_NAME = mojo_top_0
export DESIGN_NICKNAME = mojo_top_0
export VERILOG_FILES = /design/flow/design.v
export SDC_FILE = /design/flow/constraint.sdc
export NUM_CORES = 4
export LEC_CHECK = 1
export CORE_AREA = 10 10 107 107
export DIE_AREA = 0 0 117 117
==> ./constraint.sdc <==
current_design mojo_top_0

set clk_period 1.6
set clk_io_pct 0.2

create_clock -name clk0 -period $clk_period [get_ports {clk}]

set non_clock_inputs [all_inputs -no_clocks]
set_input_delay [expr $clk_period * $clk_io_pct] -clock clk0 $non_clock_inputs
set_output_delay [expr $clk_period * $clk_io_pct] -clock clk0 [all_outputs]
==> CHANGELOG.md <==
### Changed

* Final wirelength at 1800 um
* Yosys Warn Count at 4
* Global route total overflow at 0
* Drt drc at 0
* Share of layout cells above drive strength 1 at 0.0424
* DPL Wire Length at 1410 um
* Distinct cell type count after synthesis at 29
* Final min period at 0.454 ns
* Top cell type by total area after synthesis: edfxtp_1
* Worst path cell trace: inv_1
* Delay-heaviest family, CP: flip-flops
* Leakage at 0.503 nW
* Tcrit/Tclk final at 0.284
* Cell count after synthesis at 117
* Post-synth top area share at 0.256
* Hold Crit Depth at 1
* Initial antenna violation count at 0
* Setup_tns at 0 ns
* Crit-path max cell delay at 0.31 ns
* Port Buffers at 2
* Post-synth EDFFs at 10
* DRT iter0 DRCs at 25
* Synth area leaders: edfxtp_1 (26%), dfxtp_1 (19%), buf_4 (12%)
* Endpoints left unconstrained at 32
* Slew HR at 0.423
* Final Skew at 0 ns
* Bufs and invs on worst path at 1
* Worst slew pin tran at 0.862 ns
* CP endpoint kind: flop
* HP Start: vga_clk$_DFF_P_
* Startpoint types: flop
* Fp util at 0.128
* Reg2reg path depth at 1
* Fin. max-slew vios at 0
* CP Max Fanout at 2
* Reg-to-Reg Start: vga_clk$_DFF_P_
* Worst Path Required at 1.49 ns
* Fillcell total at 1052
* Status: completed
* OpenROAD warnings at 38
* Hold buffer count at cts at 0
* Drt pass-1 iters at 2
* Yosys cell count at 117
* Number of global-route vias before repair at 720
* GRT Total Usage at 0.0264
* Routed len/inst at 7.84 um
* Site row count at 35
* Final Hold Viols at 0
* Largest net degree at the start of global routing at 21
* Detailed-route vias per instance at 3.23
* Avg Cell Area, Syn at 10.0 sq um
* Die Ht at 117 um
* Post-CTS Resized at 0
* CP Class: reg -> reg
* Ys async rst share at 0
* Layout Area Growth over Synthesis at 7.78%
* Core area at 9200 sq um
* Die area at 13700 sq um
* RSZ-0062 raised after global routing: false
* CP arrival at 0.34 ns
* Maximum VDD drop at 29.3 uV
* Antenna-violating nets left at 0
* Slowest CP cell: dfxtp_1
* Final GP Congestion at 0.757
* Register pins left without a clock at 20
* Post-DP Area at 1260 sq um
* Critical path depth in cells at 1
* Post-synth seq share at 0.443
* Clock-pin slew on the worst setup and hold paths at 0 ns
* Post-synthesis chip area from yosys at 1170 sq um
* Setup Fix Bufs, Post-CTS at 0
* Most frequent cell after synthesis: buf_4
* Post-synth top cells: buf_4 (18), dfxtp_1 (11), edfxtp_1 (10), nor2_1 (10), nand2_1 (7)
* Cell area power density at 21.7 nW/um^2
* Vias post-DR at 740
* Final Cell Area at 1260 sq um
* Setup violations, final at 0
* CP Launch Point: vga_clk$_DFF_P_
* Main flop type after synthesis: dfxtp_1
* Antenna cells at 0
* Die W at 117 um
* Synthesis-stage register bit count at 21
* MaxCap Viol Count at 0
* Clk latency of the worst-skew pair at 0 ns
* Global-route wire length before repair at 3240 um
* Post-Syn Area at 1170 sq um
* IO Pins at 27
* Max Fclk at 2200 MHz
* HP Class: reg -> reg
-- power by group --
group / leakage (nW) / internal (mW) / switching [mW]
combinational: 0.300 / 0 / 0.00207
clock: 0 / 0 / 0
sequential: 0.203 / 0.0254 / 0
-- registers in the layout (all words and copies together) (netlist names) --
register,count
vcount,10
hcount,10
vga_clk,1
-- final timing paths --
path,end,slack (ns)
setup reg to reg,vga_clk$_DFF_P_,1.15
hold / removal,vga_clk$_DFF_P_,0.36
hold reg to reg,vga_clk$_DFF_P_,0.36
setup / recovery,vga_clk$_DFF_P_,1.15
-- stage by stage --
step	setup slack, ns	total power, mW	std cells	hold WS [ns]	utilization
floorplan	0.888	0.0549	133	0.509	-
global placement	1.14	0.0298	229	0.367	0.138
detailed placement	1.14	0.0289	229	0.367	0.138
CTS	1.14	0.0291	229	0.368	0.138
global route	1.11	0.0301	229	0.392	0.138
finish	1.15	0.0275	229	0.363	0.138
-- per-layer routing --
layer | GRT usage | part of all wire | vias to the layer above
li1 | - | - | 382
met1 | 0.0370 | 0.52 | 346
met2 | 0.0472 | 0.46 | 12
met3 | 0.000516 | 0.013 | 0
met4 | 0 | 0 | 0
met5 | 0 | 0 | -
-- logic make-up (layout without fill, tap and decap cells) --
family | Yosys count | after routing | synth area share
AND/OR/NAND/NOR | 45 | 45 | 0.224
buffers and inverters | 23 | 8 | 0.131
flip-flops | 21 | 21 | 0.443
XOR/XNOR | 12 | 12 | 0.0896
AND-OR/OR-AND | 10 | 10 | 0.0554
adder cells (fa/ha/maj) | 5 | 5 | 0.0533
other | 1 | 17 | 0.00320
-- cells in the final DEF, fill, tap and decap left out, types with 2 or more instances in the layout --
cell,n
conb_1,17
dfxtp_1,11
nor2_1,10
edfxtp_1,10
nand2_1,7
nand4_1,6
xnor2_1,6
nand3_1,6
xor2_1,6
inv_1,5
ha_1,5
a21oi_1,3
or4_1,3
nor3_1,2
o21ai_0,2
or3_1,2
nor2b_1,2
o31ai_1,2
clkdlybuf4s50_1,2
-- layout make-up --
type	instances	area, sq um	share of cell area
inverters	5	18.8	0.0148
well taps	111	139	0.110
repair buffers	3	27.5	0.0218
multi-input cells	89	559	0.442
flip-flops and latches	21	520	0.411
No activity file was given, so power comes from the tool's default toggle rates.
