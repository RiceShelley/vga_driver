==> /design/flow/design.v <==
module mojo_top(
    input clk,
    input rst_n,
    input cclk,
    output[7:0]led,
    output spi_miso,
    input spi_ss,
    input spi_mosi,
    input spi_sck,
    output [3:0] spi_channel,
    input avr_tx,  
    output avr_rx,  
    input avr_rx_busy,  
    output red,    
    output green,
    output blue,
    output hsync,     
    output vsync
    );
wire rst = ~rst_n;  
assign spi_miso = 1'bz;
assign avr_rx = 1'bz;
assign spi_channel = 4'bzzzz;
assign led = 8'b0;
reg [9:0] hcount;      
reg [9:0] vcount;      
reg [2:0] data;		   
reg  vga_clk;
reg [15:0] move_box;
wire hcount_ov;
wire vcount_ov;
wire videosignal_active;
wire hsync;
wire vsync;
parameter hsync_end   = 10'd95,
   hdat_begin  = 10'd143,
   hdat_end  = 10'd783,
   hpixel_end  = 10'd799,
   vsync_end  = 10'd1,
   vdat_begin  = 10'd34,
   vdat_end  = 10'd514,
   vline_end  = 10'd524;
reg [2:0] color = 3'd2;
always @(posedge clk)
begin
 vga_clk = ~vga_clk;
end
assign hcount_ov = (hcount == hpixel_end);
assign  vcount_ov = (vcount == vline_end);
always @(posedge vga_clk)
begin
 if (hcount_ov)
  hcount <= 10'd0;
 else
  hcount <= hcount + 10'd1;
end
always @(posedge vga_clk)
begin
 if (hcount_ov)
 begin
  if (vcount_ov)
   vcount <= 10'd0;
  else
   vcount <= vcount + 10'd1;
 end
end
assign videosignal_active = ((hcount >= hdat_begin) && (hcount < hdat_end)) && ((vcount >= vdat_begin) && (vcount < vdat_end));
assign hsync = (hcount > hsync_end);
assign vsync = (vcount > vsync_end);
assign red = (videosignal_active) ?  data[0] : 0;      
assign green = (videosignal_active) ?  data[1] : 0;      
assign blue = (videosignal_active) ?  data[2] : 0;      
always @(posedge vga_clk)
begin
  data <= 3'd0;
end
endmodule
==> /design/flow/run.sh <==
#!/bin/bash
# OpenROAD 26Q1-2900-gdf79404cd8, Yosys 0.63+post, stock flow scripts
make -C /OpenROAD-flow-scripts/flow DESIGN_CONFIG=/design/flow/config.mk WORK_HOME=/design/flow/orfs finish
==> /design/flow/config.mk <==
export PLATFORM = sky130hd
export DESIGN_NAME = mojo_top
export DESIGN_NICKNAME = mojo_top
export VERILOG_FILES = /design/flow/design.v
export SDC_FILE = /design/flow/constraint.sdc
export NUM_CORES = 4
export LEC_CHECK = 1
export CORE_AREA = 10 10 85 85
export DIE_AREA = 0 0 95 95
==> /design/flow/constraint.sdc <==
current_design mojo_top

set clk_period 1.2
set clk_io_pct 0.2

create_clock -name clk0 -period $clk_period [get_ports {clk}]

set non_clock_inputs [all_inputs -no_clocks]
set_input_delay [expr $clk_period * $clk_io_pct] -clock clk0 $non_clock_inputs
set_output_delay [expr $clk_period * $clk_io_pct] -clock clk0 [all_outputs]
==> notes.md <==
Implementation results.

The run finished with clean final reports. The worst setup path is launched from a flip-flop. In the final report, the number of pins over their slew limit comes to 0. The yosys cell count is 117. The worst relative slew slack is 45.5%. The count of different cell masters after synthesis is 29. On the critical path the largest part of the delay comes from flip-flops. Per the power-grid run, VDD falls by no more than 0.0534 mV. The count of unclocked register or latch pins is 20. The cell count after synthesis came out at 117. Hold repair after CTS inserted 0 buffers. The aggregate global routing overflow is 0. After legalization and detailed placement, the total HPWL measured 1.33 mm. In this design, the stage delay of the slowest critical-path cell is 300 ps. The post-route fraction of the period consumed by the critical path is 37.6%. The first TritonRoute pass finished after 3 iterations. The first global-routing pass estimated 3.12 mm of wire. The final-layout setup total negative slack is 0 ps.

The clock-pin slew reported for the worst setup and hold paths after clock tree synthesis is 0 ps. The height of the chip is 95 microns. Once detail routing completed, the nets flagged for antenna violations numbered 0. Leaving out buffers and inverters, the combinational logic in the layout accounts for 559 sq um. The largest net degree at the start of global routing is 21.

Max-cap violations in this run came to 0. The smallest clock period supported by the final layout is computed as 451 ps. In the routed netlist, the antenna diode instances number 0.

Setup repair after global routing left no endpoint under its margin. STA lists the maximum fanout along the critical path as 2. The layout has 599 filler cells. Per the finish-stage timing summary, setup violations number 0. Per the detail_route report, DRC violations left total 0. The number of buffers and inverters on the critical path is 1.

The initial antenna violation count is 0. The initial standard-cell utilization of the core is 21.4%. Routability-driven placement finished with a final weighted congestion of 0.787. Total power normalized to cell area comes to 30.1 nW/um^2.

Input and output buffers added on the ports amount to 2. The via count of the first global-routing pass came to 687. In this run the static leakage power is 0.503 nW.

The count of yosys warnings during synthesis is 4. Counting flops and latches in the post-synthesis netlist gives 21. Hold timing on the final database bottoms out at a slack of 361 ps. The critical path is of the reg -> reg type. The number of unconstrained endpoints is 32. The total area of sequential cells is 520 sq um. The total routing usage reported by global routing is 3.93%. The horizontal extent of the die is 95 microns. The number of gates resized after cts is 0.

The number of warnings the tools reported is 38. The average instance area after synthesis is 10.0 sq um. For reference, the placement row count at floorplan is 27.

Per the timing report, the achievable frequency comes out to 2.22 GHz. The count of cells in the finished layout, fillers not included, comes to 190. The total area inside the core boundary comes to 5470 sq um. The cell count after placement is 190. The cell sequence reported for the critical path is inv_1. The layout summary lists the proportion of cells stronger than drive strength 1 as 4.24%. Detailed routing inserted a total of 715 vias.

For the worst setup path, the data arrival time is 340 ps. The endpoint type of the worst setup path is a flip-flop. The mean number of vias per cell is 3.76.

Pin placement for this block handled 27 I/O pins. The worst hold path belongs to the class reg -> reg. The share of the core filled with cells is 22.2%.

The critical path endpoint has a required time of 1090 ps. Dividing the detail-routed wire length by the instance count gives 8.81 microns. The total power consumption of the routed design is 0.0366 mW. After detailed routing, the total wire length is 1.67 mm. The synthesized netlist occupies a cell area of 1170 sq um. Looking at the post-CTS report, the setup buffer insertion count equals 0. The worst-path cell with the longest stage delay is dfxtp_1. Across the routed clock network, the largest skew measured is 0 ps. The slew at the pin closest to its max-slew limit is 815 ps.

The portion of the post-synthesis area used by sequential elements is 44.3%. The synthesis-to-finish area growth is 3.63%. The skew report gives the latency at the later pin of the worst-skew pair as 0 ps. The first routing iteration left 12 violations. The die area is 9030 sq um. For this run, the chip area from Yosys synthesis comes to 1170 sq um. The final count of hold timing violations is 0.
==> layout by cell type (no fill, tap or decap) <==
cell type	count
o21a_1	1
ha_1	5
edfxtp_1	10
or3b_1	1
xnor2_1	6
nand2_1	7
nor4_2	1
o31ai_1	2
nor2_1	10
or4_1	3
buf_4	1
xor2_1	6
or4_4	1
nor2b_1	2
nor3_1	2
o211a_1	1
conb_1	17
nand3_2	1
dfxtp_1	11
a21oi_1	3
and4_1	1
nand4_1	6
or3_1	2
o21ai_0	2
o211ai_1	1
clkdlybuf4s50_1	2
and3_1	1
nand3_1	6
nor3_4	1
inv_1	5
==> cell usage after synthesis <==
master,instances,area [sq um]
a21oi_1,3,15.0
and3_1,1,6.26
and4_1,1,8.76
buf_4,18,135
conb_1,1,3.75
dfxtp_1,11,220
edfxtp_1,10,300
ha_1,5,62.6
inv_1,5,18.8
nand2_1,7,26.3
nand3_1,6,30.0
nand3_2,1,10.0
nand4_1,6,37.5
nor2_1,10,37.5
nor2b_1,2,12.5
nor3_1,2,10.0
nor3_4,1,16.3
nor4_2,1,12.5
o211a_1,1,10.0
o211ai_1,1,7.51
o21a_1,1,7.51
o21ai_0,2,10.0
o31ai_1,2,15.0
or3_1,2,12.5
or3b_1,1,8.76
or4_1,3,22.5
or4_4,1,11.3
xnor2_1,6,52.6
xor2_1,6,52.6
==> cell families (layout without fill, tap and decap cells) <==
group / count (synthesis) / in the layout / share of synthesized area (%)
and+or+nand+nor: 45 / 45 / 22.4
other: 1 / 17 / 0.320
DFF: 21 / 21 / 44.3
AOI/OAI and AO/OA: 10 / 10 / 5.54
xor gates and xnor gates: 12 / 12 / 8.96
buffers and inverters: 23 / 8 / 13.1
adders and majority gates: 5 / 5 / 5.33
==> per-stage QoR <==
step	area, sq um	setup slack, ps
after floorplan	1230	488
after global placement	1220	747
after detailed placement	1220	746
after CTS	1220	745
after global routing	1220	705
final	1220	749
==> cell type report <==
type	instances	share of cell area [%]
Inverter	5	1.54
Multi-Input combinational cell	89	46.0
Sequential cell	21	42.8
Tap cell	72	7.41
Timing Repair Buffer	3	2.26
==> final timing paths <==
| kind | startpoint | end | slack, ps | cells past startpoint |
|---|---|---|---|---|
| setup / recovery | vga_clk | vga_clk | 750 | 1 |
| hold / removal | vga_clk | vga_clk | 360 | 1 |
| setup reg to reg | vga_clk | vga_clk | 750 | 1 |
| hold reg to reg | vga_clk | vga_clk | 360 | 1 |
==> power by group <==
group	internal, mW	switching, mW	leakage, nW
clock network	0	0	0
logic	0	0.00271	0.300
registers	0.0339	0	0.203
total	0.0339	0.00271	0.503
==> layer usage <==
layer	share of wire, %	vias to the layer above	track usage, %
met5	0	-	0
met4	0	0	0
met3	2.3	0	0.240
met2	47	6	6.52
met1	51	325	5.88
li1	-	384	-
==> sequential cells by signal, summed over array words and instances (netlist names) <==
register / flops
vcount: 10
vga_clk: 1
hcount: 10
Power is estimated from default activity; no workload was simulated.
